==> design.v <==
module Universal_shift_reg (data_out_final, data_in,sel, clk, rst);
output [3:0] data_out_final;             
input  [3:0] data_in;              
input        clk, rst;
input  [2:0] sel;                  
reg    [3:0]     data_out;
always @ (posedge clk)
begin
 if (rst) data_out<=0;
 else case (sel)
 0 : data_out <= {data_in[1:0],2'b00};   
 1 : data_out <= data_in;                
 2 : data_out <= 4'b1111; 
 3 : data_out <= 0;       
 4 : data_out <= {data_in[2:0],~data_in[3]};
 5 : data_out <= {3'b000,data_in[3]};
 6 : data_out <= {data_in[1:0],data_in[3:2]};
 endcase
end
assign data_out_final = data_out;
endmodule  
==> run.sh <==
#!/bin/bash
# OpenROAD 26Q1-2900-gdf79404cd8, Yosys 0.63+post, stock flow scripts
make -C /OpenROAD-flow-scripts/flow DESIGN_CONFIG=/design/flow/config.mk WORK_HOME=/design/flow/orfs finish
==> config.mk <==
export PLATFORM = sky130hd
export DESIGN_NAME = Universal_shift_reg
export DESIGN_NICKNAME = Universal_shift_reg
export VERILOG_FILES = /design/flow/design.v
export SDC_FILE = /design/flow/constraint.sdc
export NUM_CORES = 4
export LEC_CHECK = 1
export CORE_AREA = 10 10 70 70
export DIE_AREA = 0 0 80 80
==> constraint.sdc <==
current_design Universal_shift_reg

set clk_period 1.2
set clk_io_pct 0.2

create_clock -name clk0 -period $clk_period [get_ports {clk}]

set non_clock_inputs [all_inputs -no_clocks]
set_input_delay [expr $clk_period * $clk_io_pct] -clock clk0 $non_clock_inputs
set_output_delay [expr $clk_period * $clk_io_pct] -clock clk0 [all_outputs]
==> results.txt <==
Biggest register: data_out
first-pass GRT wire length: 1676 um
setup TNS: 0 ns
Simple-Gate Fraction of Synth Area: 30.31%
Core ar.: 3416 um^2
dpl cells: 100
DRC violations left: 0
Final period util: 91.69%
Routed WL per cell: 9.786 um
Clock transition at path regs: 0.03 ns
WL final: 1008 um
critical-path cell list: clkdlybuf4s50_1 -> nor3_1 -> o21ai_0 -> a41oi_1
clk ins delay skew pair: 0.23 ns
final hold violation count: 0
number of flip-flops in the largest register: 4
Ports: 13
1st-iter DRT viols: 13
chip area: 6400 um^2
Yosys chip area: 317.8 um^2
most frequent cells in the layout: dlygate4sd2_1 (7), buf_4 (7), o21ai_0 (6)
Lkg Pwr: 0.2458 nW
max_slew headroom: 75.89%
Largest regs: data_out: 4 flops
Startpoint Class: input port
worst vdd ir: 0.4441 mV
Post-synth EDFFs: 0
CTS tree: done
root buffer selected by CTS: clkbuf_4
number of buffers created by CTS: 3
HPWL after DPL: 812.9 um
WP data arrival: 1.24 ns
status: finished clean
Synth Instances: 38
Log Warnings: 25
mapped cell area: 317.8 um^2
Vias: 369
via/cell ratio: 3.583
CP max-delay cell: clkdlybuf4s50_1
Layout fillers: 397
largest net degree at the start of global routing: 13
crit end category: flip-flop
Mux area share: 0%
syn_area_per_cell: 8.363 um^2
#FFs+latches synth: 4
die y size: 80 um
setup bufs post-CTS: 0
setup ws final: 0.09974 ns
FP Core Util: 9.304%
Final Slew Violations: 0
Rows: 21
worst slack, placed: -0.3333 ns
crit-path max cell delay: 0.47 ns
WP data required: 1.34 ns
layout cells sized above 1: 26.32%
synth-to-layout area growth: 72.83%
Cell Type Count: 19
ys async rst share: 0%
Worst Hold Class: input port to flip-flop
final global-route overflow total: 0
ant diodes: 0
kind of critical path: input port to flip-flop
Setup-failing EPs final: 0
Peak Freq: 908.9 MHz
AO/OA Area Share: 34.65%
Final Instance Count excl. Fillers: 103
Synth Seq Share: 25.20%
ys cells: 38
number of global-route vias before repair: 354
RSZ-0062 raised after global routing: false
most used flip-flop cell: dfxtp_1
hold-fix buffers at CTS: 0
P per Cell Area: 790.7 nW/um^2
Worst Max-Slew Pin Slew: 0.3616 ns
# port buffers: 12
H-tree levels: 1
Adders+Majority by Area: 0%
Pre-antenna DRT Iters: 4
initial antenna violation count: 0
clock buffer depth: 2
area fraction in xor and xnor cells: 0%
chip width: 80 um
Setup Skew: 0 ns
Final ANT Viol Nets: 0
minimum clock period: 1.100 ns
synth warn: 1
RePlAce Congestion: 0.8682
crit path max fanout: 3
CTS sink cnt: 4
comb area leader: AND-OR/OR-AND gates
GRT Overall Usage: 3.199%
max-cap viol count: 0
stage by stage:
stage / total power, mW / util [%] / cell area [um^2] / hold WS [ns]
2_1_floorplan: 0.2037 / - / 317.8 / 0.3062
3_3_place_gp: 0.2807 / 15.35 / 524.3 / 0.6541
3_5_place_dp: 0.2818 / 15.35 / 524.3 / 0.6525
4_1_cts: 0.4455 / 15.86 / 541.8 / 0.5910
5_1_grt: 0.4670 / 16.08 / 549.3 / 0.4516
6_report: 0.4343 / 16.08 / 549.3 / 0.4258
metal layers:
| metal | wire, um | GRT usage (%) | share of wire, % | vias to the layer above |
|---|---|---|---|---|
| met1 | 478 | 4.200 | 47 | 162 |
| met2 | 409 | 4.173 | 41 | 16 |
| met4 | 0 | 1.056 | 0 | 0 |
| met3 | 120 | 1.932 | 12 | 0 |
| li1 | - | - | - | 191 |
| met5 | 0 | 0 | 0 | - |
synth_stat cells (2+ instances only):
library cell	n	area share, %
a211o_1	2	5.5
and2b_1	2	4.7
o221ai_1	2	5.5
inv_1	2	2.4
a221oi_2	2	9.4
nand3b_1	2	4.7
o21ai_0	6	9.4
dfxtp_1	4	25
nand4_1	3	5.9
nor3_1	3	4.7
and3_1	2	3.9
cell type report:
class                           count  area, um^2  share of cell area (%)
Multi-Input combinational cell     29       206.4                   37.59
Timing Repair Buffer               19       171.4                   31.21
Clock buffer                        3       22.52                   4.100
Inverter                            2       7.507                   1.367
Tap cell                           46       57.56                   10.48
Sequential cell                     4       83.83                   15.26
report_power, final:
part,leakage (nW),switching (mW),total [mW],internal (mW)
combinational,0.198,0.0533,0.120,0.0669
clock,0.0138,0.0532,0.165,0.112
sequential,0.0341,0.00394,0.149,0.145
total,0.246,0.110,0.434,0.324
critical path, delay by kind of cell:
family,cells,cell delay [ns]
buf+inv,1,0.47
compound gates,2,0.35
simple gates,1,0.19
worst paths after layout:
| kind | startpoint | endpoint | slack [ns] | cells after the start |
|---|---|---|---|---|
| setup / recovery | data_in[3] | data_out[0] | 0.1 | 4 |
| hold / removal | data_in[1] | data_out[1] | 0.43 | 3 |
| setup reg to reg | data_out[2] | data_out[2] | 0.33 | 3 |
| hold reg to reg | data_out[3] | data_out[3] | 0.65 | 3 |
kinds of logic after synthesis:
family | after synthesis
AND-OR/OR-AND | 14
AND/OR/NAND/NOR | 15
buffers and inverters | 5
flip-flops | 4
repair_timing:
item / 4_1_cts / 5_1_grt
resized: 10 / 3
cloned: 0 / 0
endpoints found under the setup margin: 8 / 3
pin swaps: 1 / 1
Power and IR drop assume default switching activity.
